**flow/design.v**
```verilog
module button_debouncer(
    input clk,
    input button,  
    output reg button_state,
    output reg button_event,
    output reg button_pressed,  
    output reg button_released  
);
reg [24:0] counter;
reg button_debounced;
reg button_last;
initial begin
    counter = 0;
    button_state = 1'b0;
    button_last = 1'b0;
    button_pressed = 1'b0;
    button_released = 1'b0;
end
always @(posedge clk) begin
    button_event <= 0;
    button_pressed <= 0;
    button_released <= 0;
    if(button != button_last) begin
        counter <= 0;   
    end else begin
        if (counter == 65_535) begin
            button_event <= 1;
            button_pressed <= button_last;
            button_released <= ~button_last;
            button_state <= button_last;
            counter <= counter + 1;
        end else if(counter == 65_536) begin
            button_state <= button_last;
        end else begin
            counter <= counter + 1;
        end
    end
    button_last <= button;
end
endmodule
module button_synchronizer(
    input clk,
    input in, 
    output wire out
);
reg [2:0] sync_buffer;
always @(posedge clk) begin
    sync_buffer <= {sync_buffer[1:0], in};
end
assign out = sync_buffer[2];
endmodule
module speed_generator(
    input wire [3:0] speed,
    output reg [25:0] bpm_ticks
);
parameter FREQ = 24000000;
always @(*) begin
    case (speed)
        4'd0: bpm_ticks = FREQ / 40 * 60 ;
        4'd1: bpm_ticks = FREQ / 60 * 60 ;
        4'd2: bpm_ticks = FREQ / 72 * 60 ;
        4'd3: bpm_ticks = FREQ / 80 * 60 ;
        4'd4: bpm_ticks = FREQ / 88 * 60 ;
        4'd5: bpm_ticks = FREQ / 96 * 60 ;
        4'd6: bpm_ticks = FREQ / 104 * 60 ;
        4'd7: bpm_ticks = FREQ / 112 * 60 ;
        4'd8: bpm_ticks = FREQ / 120 * 60 ;
        4'd9: bpm_ticks = FREQ / 132 * 60 ;
        4'd10: bpm_ticks = FREQ / 144 * 60 ;
        4'd11: bpm_ticks = FREQ / 152 * 60 ;
        4'd12: bpm_ticks = FREQ / 160 * 60 ;
        4'd13: bpm_ticks = FREQ / 176 * 60 ;
        4'd14: bpm_ticks = FREQ / 192 * 60 ;
        4'd15: bpm_ticks = FREQ / 208 * 60 ;
    endcase
end
endmodule
module top(
	input sys_clk,  
    input button_b_n, 
    input button_a_n,
	output reg speaker,
    output reg [2:0] led
);
reg [25:0] counter;
reg [0:1] tick;
parameter FREQ = 24000000;
parameter BPM = 90;
parameter BPM_DELAY = FREQ/BPM*60;
parameter BEEP_LENGTH_MS = 60;
parameter BEEP_DELAY = 60_000;
reg [3:0] speed;
wire [25:0] bpm_ticks;
wire button_a_pressed;
wire button_b_pressed;
wire button_a_sync;
wire button_b_sync;
button_synchronizer synchronizer_a(
    .clk(sys_clk),
    .in(~button_a_n), 
    .out(button_a_sync)
);
button_debouncer debouncer_a(
    .clk(sys_clk),
    .button(button_a_sync),  
    .button_state(button_a_state),
    .button_event(),
    .button_pressed(button_a_pressed),
    .button_released()
);
button_synchronizer synchronizer_b(
    .clk(sys_clk),
    .in(~button_b_n), 
    .out(button_b_sync)
);
button_debouncer debouncer_b(
    .clk(sys_clk),
    .button(button_b_sync),  
    .button_state(button_b_state),
    .button_event(),
    .button_pressed(button_b_pressed),
    .button_released()
);
speed_generator generator(
    .speed(speed),
    .bpm_ticks(bpm_ticks)
);
initial begin
    speaker <= 1'b1;
    counter <= 26'd0;
    tick <= 1'b0;
    speed = 4'h1;
end
always @(posedge sys_clk) begin
    if(button_a_pressed) begin
        speed = speed - 1;
    end else if(button_b_pressed) begin
        speed = speed + 1;
    end
end
always @(posedge sys_clk) begin    
    if(counter == bpm_ticks) begin
        speaker <= 1'b0;
        case(tick)
            2'b00: led <= 3'b011;
            2'b01: led <= 3'b110;
            2'b10: led <= 3'b101;
            2'b11: led <= 3'b000;
        endcase
        tick <= tick + 1;
        counter <= 0;
    end else if(counter == BEEP_DELAY) begin
        speaker <= 1'b1;
        counter <= counter + 1;
    end else
        counter <= counter + 1;
end
endmodule
```
**flow/run.sh**
```bash
#!/bin/bash
# OpenROAD 26Q1-2900-gdf79404cd8, Yosys 0.63+post, stock flow scripts
make -C /OpenROAD-flow-scripts/flow DESIGN_CONFIG=/design/flow/config.mk WORK_HOME=/design/flow/orfs finish
```
**flow/config.mk**
```make
export PLATFORM = sky130hd
export DESIGN_NAME = top
export DESIGN_NICKNAME = top
export VERILOG_FILES = /design/flow/design.v
export SDC_FILE = /design/flow/constraint.sdc
export NUM_CORES = 4
export LEC_CHECK = 1
export CORE_UTILIZATION = 30
```
**flow/constraint.sdc**
```tcl
current_design top

set clk_period 8.6
set clk_io_pct 0.2

create_clock -name clk0 -period $clk_period [get_ports {sys_clk}]

set non_clock_inputs [all_inputs -no_clocks]
set_input_delay [expr $clk_period * $clk_io_pct] -clock clk0 $non_clock_inputs
set_output_delay [expr $clk_period * $clk_io_pct] -clock clk0 [all_outputs]
```
==> results.json <==
{
  "outcome": "finished clean",
  "cts_max_path_buffers": 2,
  "setup_viol": 0,
  "leakagePower_nw": 2.16,
  "die_x_um": 137,
  "vias": 3942,
  "synthFlopType": "dfxtp_1",
  "worstPathArrival_ps": 3900,
  "cp_max_fo": 28,
  "worstMarginPinSlew_ps": 790,
  "antenna_found_initial": 0,
  "cts_setup_buffers": 0,
  "core_util_floorplan_pct": 31.1,
  "drt-met1-wl_um": 5270,
  "cts_tree": "built",
  "clk_latency_ps": 350,
  "async_flop_share_pct": 0,
  "rsz0062_at_grt": "no",
  "grt_first_pass_wirelength_um": 17900,
  "fillers": 1782,
  "p_seq_share_pct": 53.7,
  "report.final.hold_viol_count": 0,
  "io_pins": 7,
  "clock.fmax_mhz": 259,
  "clkPwrFrac_pct": 43.4,
  "met3_length_um": 361,
  "grt_overflow": 0,
  "area_growth_pct": 9.09,
  "drt_iter0_markers": 192,
  "die_area_sq_um": 18700,
  "crit_chain": "inv_1 -> ha_1 -> nor3b_1 -> xnor2_1 -> o311ai_0 -> or4_4 -> nor4_4 -> buf_4 -> and2_1",
  "drt-total-wl_um": 10400,
  "synth_area_per_cell_sq_um": 8.87,
  "cts-hold-fix-buffers": 0,
  "p_sw_mw": 0.193,
  "crit_required_ps": 8640,
  "grt_max_degree": 42,
  "clockRootBuffer": "clkbuf_16",
  "vdd_drop_max_uv": 108,
  "maxSlewViolCount": 0,
  "cap_violations": 0,
  "die_y_um": 137,
  "ant_nets": 0,
  "rows": 48,
  "crit_path_top_delay_cell": "edfxtp_1",
  "largest_area_cell": "dfxtp_1",
  "layout-drive-gt1-share_pct": 8.85,
  "core_region_area_sq_um": 17500,
  "grt_pass1_vias": 3671,
  "post-place-ws_ps": 4790,
  "cp_slowest_stage_delay_ps": 680,
  "vias_per_cell": 4.72,
  "diodes": 0,
  "drt_pass1_iterations": 4,
  "numCtsBuffers": 9,
  "ys.flops": 96,
  "power_density_nw_per_um2": 146,
  "hold_path_class": "register to register",
  "clk_pin_slew_ps": 70,
  "top_cell_area_share_pct": 32.0,
  "netlist_instances": 613,
  "p_int_mw": 0.673,
  "min_period_ps": 3860,
  "ys_types": 59,
  "cts.sinks": 96,
  "logic_area_sq_um": 3160,
  "yosysChipArea_sq_um": 5440,
  "r2r_slack_ps": 4740,
  "cts_resized": 0,
  "endpoint_kind": "register",
  "route.detailed.drc": 0,
  "hpwl_um": 7220,
  "clock_skew_ps": 5.93,
  "finalClockPeriodUsage_pct": 44.9,
  "combPwrFrac_pct": 2.9,
  "yosys_warnings": 6,
  "wire_per_inst_um": 12.5,
  "fin_util_pct": 33.9,
  "seq_area_sq_um": 2010,
  "syn_area_sq_um": 5440,
  "warnings": 37,
  "cp-start-kind": "register",
  "setup_tns_ps": 0,
  "grt_usage_pct": 12.1,
  "htreeDepth": 3,
  "crit_type": "register to register",
  "swShare_pct": 22.3,
  "wl_met2_um": 4610,
  "relSlewSlack_pct": 46.8,
  "yosys-stat-cells": 613,
  "gp_congestion": 0.917,
  "area_leaders": "dfxtp_1 (32%), xor2_1 (8.7%), xnor2_1 (7.6%)",
  "edf_count": 9,
  "synth_seq_share_pct": 37.0,
  "routed.top_layer": "met4",
  "fin_ws_ps": 4740,
  "port_buffers": 6
}
[layout by cell type (no fill, tap or decap), types with 12 or more instances in the layout]
master   synthesis  final
xnor2_1         47     47
ha_1            19     19
mux2i_1         13     13
nor2_1          70     70
xor2_1          54     53
nor4_1          19     19
a21oi_2         20     20
nor2b_1         12     12
nand2_1         32     32
o21ai_0         13     13
inv_1           25     25
and3_1          17     17
nand3_1         35     35
a21oi_1         15     15
dfxtp_1         87     87
[power by group through the flow]
| stage | sequential (mW) | combinational, mW | clock (mW) |
|---|---|---|---|
| finish | 0.465 | 0.0251 | 0.376 |
| global route | 0.466 | 0.0295 | 0.409 |
| CTS | 0.465 | 0.0258 | 0.391 |
[sequential cells by signal (all words and copies together) (netlist names), 2 cells and up]
signal                      count
tick                            2
debouncer_a.counter            25
synchronizer_b.sync_buffer      3
speed                           4
counter                        26
led                             3
debouncer_b.counter            25
synchronizer_a.sync_buffer      3
[layer usage]
metal,up-vias,global-route usage [%]
li1,2096,-
met1,1793,18.5
met2,43,18.4
met3,10,2.19
met4,0,1.67
met5,-,0
[cell usage after synthesis, types with 4 or more instances]
| cell type | count |
|---|---|
| inv_1 | 25 |
| ha_1 | 19 |
| nand4_1 | 11 |
| nand3_1 | 35 |
| nand2_1 | 32 |
| a21oi_2 | 20 |
| nor2_1 | 70 |
| xor2_1 | 54 |
| and2_1 | 6 |
| a21oi_1 | 15 |
| buf_6 | 6 |
| edfxtp_1 | 9 |
| o21ai_0 | 13 |
| and3_1 | 17 |
| xnor2_1 | 47 |
| and4_1 | 5 |
| nor2b_1 | 12 |
| nor3_1 | 11 |
| dfxtp_1 | 87 |
| nor4_1 | 19 |
| buf_2 | 9 |
| nand2b_1 | 4 |
| mux2i_1 | 13 |
| clkbuf_1 | 13 |
| or3_1 | 8 |
[kinds of logic after synthesis]
| kind of cell | Yosys count | synth area share (%) |
|---|---|---|
| AND/OR/NAND/NOR | 247 | 23.9 |
| XOR/XNOR | 101 | 16.3 |
| flip-flops | 96 | 37.0 |
| AND-OR/OR-AND | 77 | 9.94 |
| buffers and inverters | 57 | 5.11 |
| adder cells (fa/ha/maj) | 20 | 4.74 |
| multiplexers | 15 | 3.01 |
[final cells by class]
cell class                 count  area share, %
multi-input combinational    460           53.2
sequential                    96           33.9
tap                          225           4.74
clock buffer                  10           4.03
timing repair buffer          12           1.77
inverter                      26           1.64
clock inverter                 6          0.696
[metrics by stage]
| stage | cell area [sq um] | std cells | power (mW) | hold slack, ps |
|---|---|---|---|---|
| floorplan | 5440 | 613 | 0.492 | 310 |
| global placement | 5650 | 819 | 0.500 | 311 |
| detailed placement | 5650 | 819 | 0.500 | 314 |
| CTS | 5930 | 835 | 0.881 | 330 |
| global route | 5930 | 835 | 0.904 | 339 |
| finish | 5930 | 835 | 0.866 | 330 |
[path summary, 6_finish.rpt]
check                                     start                       endpoint  cells after the start
hold reg to reg   synchronizer_a.sync_buffer[1]  synchronizer_a.sync_buffer[2]                      0
hold / removal    synchronizer_a.sync_buffer[1]  synchronizer_a.sync_buffer[2]                      0
setup / recovery                       speed[1]                        tick[0]                      9
setup reg to reg                       speed[1]                        tick[0]                      9
[worst max-delay path, delay by kind of cell (launching register included)]
family | cells | cell delay [ps]
XOR/XNOR | 1 | 150
AND/OR/NAND/NOR | 4 | 1420
flip-flops | 1 | 680
AND-OR/OR-AND | 1 | 130
buffers and inverters | 2 | 750
adder cells (fa/ha/maj) | 1 | 400
No activity file was given, so power comes from the tool's default toggle rates.
